===== run.sh =====
#!/bin/bash
# OpenROAD 26Q1-2900-gdf79404cd8, Yosys 0.63+post, stock flow scripts
make -C /OpenROAD-flow-scripts/flow DESIGN_CONFIG=/design/flow/config.mk WORK_HOME=/design/flow/orfs finish

===== config.mk =====
export PLATFORM = sky130hd
export DESIGN_NAME = top
export DESIGN_NICKNAME = top
export VERILOG_FILES = /design/flow/design.v
export SDC_FILE = /design/flow/constraint.sdc
export NUM_CORES = 4
export LEC_CHECK = 1
export CORE_UTILIZATION = 50
export SYNTH_HDL_FRONTEND = slang
export SYNTH_MEMORY_MAX_BITS = 65536

===== constraint.sdc =====
current_design top

set clk_period 4.4
set clk_io_pct 0.2

create_clock -name clk0 -period $clk_period [get_ports {clk}]

set non_clock_inputs [all_inputs -no_clocks]
set_input_delay [expr $clk_period * $clk_io_pct] -clock clk0 $non_clock_inputs
set_output_delay [expr $clk_period * $clk_io_pct] -clock clk0 [all_outputs]

===== design.v =====
module PC ( 
	input [31:0] instruction,
	input reset,
	input clk,
	input ZF,
	output reg [31:0] PC
);
always @ (posedge clk)begin
	if(reset == 0) begin
	PC <= 0;
end
	else if (instruction[31:24] == 8'b00001011)begin
	PC <= instruction[23:0];
end
	else if (instruction[31:24] == 8'b00001100 && ZF == 1)  begin
	PC <= instruction[23:0];
end
	else if (instruction[31:24] == 8'b00001101 && ZF == 0)  begin
	PC <= instruction[23:0];
end
	else if(instruction[31:24] == 8'b00011111) begin
	PC <= PC;
end
	else begin
	PC <= PC + 1;
end
end				  
endmodule
module procesor (	
	input clk,
	input [31:0] instruction,
	output reg [31:0] out0,
	output reg ZF, CF
);
reg [31:0] rf[0:127];
reg [31:0] memory[0:2047];
initial begin
	$readmemh("/home/andreea/Aplicatii CID/procesor/memory.mem", memory, 0, 2047);
end
initial begin
	$readmemh("/home/andreea/Aplicatii CID/procesor/regs.mem", rf, 0, 127);
end
initial begin
    out0 <= 32'h0;
end
always @ (posedge clk)begin
	case(instruction[31:24])
	8'b00000000 : begin
	rf[instruction[23:16]] <= memory[instruction[15:0]];
end
	8'b00000001 : begin
	memory[instruction[15:0]] <= rf[instruction[23:16]];   
end
	8'b00000010 : begin
	{CF,rf[instruction[23:16]]} <= rf[instruction[15:8]] + rf[instruction[7:0]];
end
	8'b00000011 : begin
	rf[instruction[23:16]] <= rf[instruction[15:8]] - rf[instruction[7:0]];
	ZF <= rf[instruction[23:16]] == 0 ? 1'b1 : 1'b0;
end
	8'b00000100 : begin
	rf[instruction[23:16]] <= rf[instruction[15:8]] * rf[instruction[7:0]];
end
	8'b00000101 : begin
	rf[instruction[23:16]] <= rf[instruction[15:8]] / rf[instruction[7:0]];
end
	8'b00000110 : begin
	rf[instruction[23:16]] <= rf[instruction[15:8]] & rf[instruction[7:0]];
end
	8'b00000111 : begin
	rf[instruction[23:16]] <= rf[instruction[15:8]] | rf[instruction[7:0]];
end
	8'b00001000 : begin
	rf[instruction[23:16]] <= rf[instruction[15:8]] ^ rf[instruction[7:0]];
end
	8'b00001001 : begin
	rf[instruction[23:16]] <= rf[instruction[15:8]] >> rf[instruction[7:0]];
end
	8'b00001010 : begin
	rf[instruction[23:16]] <= rf[instruction[15:8]] << rf[instruction[7:0]];
end						
	8'b00001110 : begin
	out0 <= rf[instruction[23:16]];
end
	8'b00010000: begin end
endcase
end				  
endmodule
module prog_mem (
	input [31:0] pc,
	input clk,
	output reg [31:0] instr
);
always @(posedge clk) begin
	case(pc)
   0: instr <= {8'b00000000, 8'b00000000, 16'b0};
	1: instr <= {8'b00000001, 8'b00000000, 16'h0001};
	2: instr <= {8'b00011111, 24'b0};
endcase
end
endmodule
module top(
	input clk,		
	input reset,
	output [31:0] out0
);
wire [31:0] w_pc;
wire [31:0] w_instr;
wire w_ZF, w_CF;
prog_mem pm (
	.pc(w_pc),
	.clk(clk),
	.instr(w_instr)
);
procesor p (
	.clk(clk),
	.instruction(w_instr),
	.ZF(w_ZF),
	.CF(w_CF),
	.out0(out0)
);
PC pc (
	.clk(clk),
	.reset(reset),
	.ZF(w_ZF),
	.instruction(w_instr),
	.PC(w_pc)
);
endmodule

==> notes.md <==
flow finished, numbers: post-CTS setup repair buffer count=0, Vias/cell=5.323, xor+xnor area frac=1.164%, Tcrit/Tclk final=55.69%, post-synthesis instance total=377, Worst setup EP type=flip-flop, sequential share of the synthesized area=76.36%, final setup margin=1.950 ns, post-route ant nets=0, vias in the first global route=slightly above 3,000, Yosys chip area=6017 µm², Top cell area share=65.38%, Die H=between 100 and 150 µm, die x size=roughly 110 µm, Worst VDD drop=about 0.43 mV, Max Cap Viol=0, Sw Share=24.69%, Core Util at FP=between 50 and 60%, Leakage Power=1.977 nW, CTS tree=built, WP data arrival=2.79 ns, area grow syn2layout=20.52%, Yosys cell types=33, antenna cell count=0, number of enable flip-flop cells=between 100 and 150, Synthesized registers=between 150 and 200, Hold Crit Depth=0, Slew HR=between 40% and 50%, initial antenna violation count=0, RSZ-0062 raised after global routing=false, crit path max fanout=23, pre-CTS setup slack=roughly 2 ns, Cell Area, Synth=6017 µm², vias=3,231, Mux cell area share=6.321%, clock buffer depth=2, Post-Synth AOI/OAI Area=4.866%, Worst-Margin Slew=0.8340 ns, grt ovf=0, share of cells above drive strength 1=16.16%, FF-to-FF path depth=5, hold_sp=p.rf[4073]$_DFFE_PP_, hold crit path type=reg -> reg, total negative slack=0 ns, total CTS buffers=17, Primary FF master, synth=edfxtp_1, DRC=0, Hold Buf Count CTS=0, post_cts resized=0, Top area cell types=edfxtp_1, dfxtp_1, mux2_2, largest net degree at the start of global routing=33, yosys warns=0, Placer Congestion=0.8359, startpoint types=flip-flop, RR Startpoint=pc.PC[0]$_SDFFE_PN0P_, simple share=8.713%, # fillers=852, CORE AREA=11,560 µm², PwrDens=between 500 and 600 nW/µm², Top logic family=simple AND/OR/NAND/NOR gates, Post-synth ARST share=0%, Worst EP required=4.74 ns, Max Freq=slightly above 400 MHz, post-route clock skew=0.007297 ns, GR Util All Layers=16.52%, Net Switching=0.0009246 W, Post-DP HPWL=approximately 5000 µm, dominant cell type by area after synthesis=edfxtp_1, post-route minimum period=2.450 ns, clock power share=between 30% and 40%, global-route wire length before repair=approximately 15,000 µm, Comb pwr share=11.3%, Post-Route WL=8836 µm, chip area=~12,000 µm², root buffer cell=clkbuf_16, H-tree levels=4, Iteration-0 DRC Markers=154, FF-to-FF End=pc.PC[30]$_SDFFE_PP0P_, CP Class=reg -> reg, cell internal pwr=0.002821 W, Worst-path clk slew=around 0.06 ns, R2R setup slack=roughly 1.9 ns, I/O pin cnt=34, Latency at later pin=0.41 ns, port buffer count=33, Slew Viols, Final=0, power share of the sequential group=between 40% and 50%, count of tool warnings=28, synthesized area per cell=15.96 µm², Pre-Repair DR Iteration Count=22, final setup fails=0, Worst Setup SP=pc.PC[0]$_SDFFE_PN0P_, Hold Vio Cnt, Final=0, FP Rows=39, yosys adder share=0.8318%, WL per Instance=14.56 µm, Worst Hold End=p.memory[1][9]$_DFFE_PP_, yosys cell count=377, Clock Sinks=164, status=complete, no violations
[final cells by class]
class,instances,area [µm²],area share (%)
clock buffers,17,425.4,5.866
clock inverters,15,181.4,2.502
inverters,13,48.80,0.6729
multi-input cells,217,1455,20.07
flip-flops and latches,164,4594,63.35
well taps,143,178.9,2.467
repair buffers,38,367.9,5.072
[power groups by stage]
stage / combinational (W) / clock (W) / sequential, W
finish: 0.000423 / 0.00148 / 0.00184
global route: 0.000475 / 0.00158 / 0.00185
CTS: 0.000444 / 0.00151 / 0.00184
[state kept, by name, summed over array words and instances, names as in the netlist, named ones only]
| name | count |
|---|---|
| p.memory | 64 |
| p.out0 | 32 |
| p.rf | 32 |
| pc.PC | 32 |
| pm.instr | 3 |
[worst max path at each step]
stage | endpoint | slack (ns) | cells past startpoint
4_1_cts | pc.PC[30]$_SDFFE_PP0P_ | 1.99 | 5
6_report | pc.PC[30]$_SDFFE_PP0P_ | 1.95 | 5
5_1_grt | pc.PC[30]$_SDFFE_PP0P_ | 1.82 | 5
[cell families after synthesis]
| kind of cell | after synthesis |
|---|---|
| xor gates and xnor gates | 8 |
| buffers and inverters | 27 |
| AOI/OAI and AO/OA | 48 |
| other | 1 |
| and+or+nand+nor | 91 |
| DFF | 164 |
| adders and majority gates | 4 |
| muxes | 34 |
[cells in the mapped netlist, types with 2 or more instances]
cell	count
nand2b_1	2
dfxtp_1	33
nand3_1	8
nor4_1	10
buf_1	3
nor3b_1	2
or4_1	13
edfxtp_1	131
and2_1	3
mux2_2	32
nand4_1	11
and3_1	3
or3_1	8
xor2_1	3
nor2_1	12
ha_1	4
nor3_1	3
mux2i_1	2
clkbuf_1	11
and4_1	4
a21oi_1	22
o21ai_0	8
nand2_1	12
inv_1	13
o31ai_1	11
a31o_2	2
xnor2_1	5
[placed cells by master (no fill, tap or decap), types with 12 or more instances in the layout]
cell type,n
edfxtp_1,131
a21oi_1,22
nand2_1,12
dfxtp_1,33
clkbuf_16,17
inv_1,13
clkdlybuf4s50_1,33
conb_1,32
or4_1,13
mux2_2,32
[layer usage]
layer	part of all wire [%]	vias to the layer above	GRT usage (%)	wire length, µm
met3	5.9	12	6.039	521
met4	0.94	0	1.982	83
met2	43	68	22.44	3808
li1	-	1575	-	-
met1	50	1576	30.06	4422
met5	0	-	0	0
[worst max-delay path: stages (launching register included)]
cell and delay (ns):
dfxtp_1 0.44, ha_1 0.25, inv_1 0.05, or4_1 0.86, or4_1 0.63, a21oi_1 0.16
[per-stage QoR]
stage,util [%],std cells,instance area (µm²),power (W),hold WS (ns)
after floorplan,-,408,6133,0.002175,0.4401
after global placement,57.46,575,6645,0.002320,0.4457
after detailed placement,57.46,575,6645,0.002319,0.4542
after CTS,62.71,607,7252,0.003800,0.4649
after global routing,62.71,607,7252,0.003910,0.4799
final,62.71,607,7252,0.003745,0.4624
Power is estimated from default activity; no workload was simulated.
